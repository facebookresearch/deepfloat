==> flow/design.v <==
parameter CONFIG_LOG_WRAP_BITS = 8;
parameter CONFIG_LOG_WIDTH = 8;
parameter CONFIG_LOG_LS = 1;
parameter CONFIG_LOG_TO_LINEAR_BITS = 5;
parameter CONFIG_LINEAR_TO_LOG_BITS = 5;
parameter CONFIG_LOG_ACC_WRAP_BITS = 64;
parameter CONFIG_LOG_ACC_BITS = 41;
parameter CONFIG_POSIT_WRAP_BITS = 8;
parameter CONFIG_POSIT_WIDTH = 8;
parameter CONFIG_POSIT_ES = 1;
parameter CONFIG_QUIRE_OVERFLOW = 0;
parameter CONFIG_QUIRE_WRAP_BITS = 64;
parameter CONFIG_QUIRE_BITS = 41;
parameter CONFIG_POSIT_PRODUCT_WRAP_BITS = 32;
parameter CONFIG_POSIT_PRODUCT_FRAC_BITS = 10;
parameter CONFIG_POSIT_PRODUCT_EXP_BITS = 6;
parameter CONFIG_POSIT_PRODUCT_BITS = (CONFIG_POSIT_PRODUCT_FRAC_BITS +
                                       CONFIG_POSIT_PRODUCT_EXP_BITS +
                                       3);
package Comparison;
  typedef enum { EQ, NE, LT, LE, GT, GE } Type;
endpackage
module PipelineRegister #(parameter WIDTH=8,
                          parameter STAGES=2)
  (input [WIDTH-1:0] in,
   input [WIDTH-1:0] init,
   output logic [WIDTH-1:0] out,
   input reset,
   input clock);
  logic [STAGES-1:0][WIDTH-1:0] regs;
  integer i;
  always_comb begin
    out = regs[STAGES-1];
  end
  always_ff @(posedge clock) begin
    if (reset) begin
      for (i = 0; i < STAGES; ++i) begin
        regs <= init;
      end
    end else begin
      regs[0] <= in;
      regs[STAGES-1:1] <= regs[STAGES-2:0];
    end
  end
endmodule
==> flow/run.sh <==
#!/bin/bash
# OpenROAD 26Q1-2900-gdf79404cd8, Yosys 0.63+post, stock flow scripts
make -C /OpenROAD-flow-scripts/flow DESIGN_CONFIG=/design/flow/config.mk WORK_HOME=/design/flow/orfs finish
==> flow/config.mk <==
export PLATFORM = sky130hd
export DESIGN_NAME = PipelineRegister
export DESIGN_NICKNAME = PipelineRegister
export VERILOG_FILES = /design/flow/design.v
export SDC_FILE = /design/flow/constraint.sdc
export NUM_CORES = 4
export LEC_CHECK = 1
export CORE_AREA = 10 10 70 70
export DIE_AREA = 0 0 80 80
==> flow/constraint.sdc <==
current_design PipelineRegister

set clk_period 1.1
set clk_io_pct 0.2

create_clock -name clk0 -period $clk_period [get_ports {clock}]

set non_clock_inputs [all_inputs -no_clocks]
set_input_delay [expr $clk_period * $clk_io_pct] -clock clk0 $non_clock_inputs
set_output_delay [expr $clk_period * $clk_io_pct] -clock clk0 [all_outputs]
==> flow_metrics.env <==
# source this file to load flow results
export IMPL_dieArea_mm2=0.006400
export IMPL_drc_errors=0
export IMPL_grt_pass1_wl_um=1718
export IMPL_regMostFlops="regs"
export IMPL_skew_ps=0.3134
export IMPL_path_delay_family="flip-flops"
export IMPL_maxSlewViolCount=0
export IMPL_fin_total_pwr_uw=1056
export IMPL_final_hold_viol_count=0
export IMPL_root_buffer="clkbuf_4"
export IMPL_syn_cell_area_um2=574.3
export IMPL_outcome="finished clean"
export IMPL_rsz0062_at_grt="no"
export IMPL_nFillCells=392
export IMPL_antenna_found_initial=0
export IMPL_cp_slowest_cell="dfxtp_2"
export IMPL_reg2reg_to="regs[14]"
export IMPL_ys_types=7
export IMPL_synth_area_per_cell_um2=13.67
export IMPL_first_pass_iters=2
export IMPL_r2r_start="regs[6]"
export IMPL_path_max_fanout=1
export IMPL_crit_chain="dlygate4sd2_1"
export IMPL_setup_viol=0
export IMPL_layout_top_cell="clkdlybuf4s50_1"
export IMPL_period_used_pct=94.48
export IMPL_clock_sinks=16
export IMPL_ys_ff=16
export IMPL_tns_ps=0
export IMPL_cts_setup_buffers=0
export IMPL_p_leak_uw=0.0003586
export IMPL_gp_congestion=0.6313
export IMPL_dp_hpwl_um=945
export IMPL_hold_class="flop to flop"
export IMPL_drive_gt1_share_pct=37.10
export IMPL_cts_buffers=3
export IMPL_path_depth=1
export IMPL_hold_start="regs[1]"
export IMPL_antenna_diode_count=0
export IMPL_r2r_cells=1
export IMPL_largest_reg_flops=16
export IMPL_final_cells=108
export IMPL_warnings=25
export IMPL_fp_row_count=21
export IMPL_yosys_warnings=1
export IMPL_cap_violations=0
export IMPL_io_buffers=25
export IMPL_critical_path_class="flop to output pin"
export IMPL_grt_usage_pct=3.461
export IMPL_gr_total_overflow=0
export IMPL_final_util_pct=24.18
export IMPL_min_period_ps=1039
export IMPL_via_count=312
export IMPL_cp_required_ps=880
export IMPL_slew_limit_headroom_pct=93.98
export IMPL_grt_max_degree=9
export IMPL_slowest_delay_ps=320
export IMPL_dp_cells=105
export IMPL_top_regs="regs: 16 flops"
export IMPL_grt_pass1_vias=360
export IMPL_crit_path_end_kind="output pin"
export IMPL_ys_chip_area_um2=574.3
export IMPL_cts_max_path_buffers=2
export IMPL_io_pins=26
export IMPL_yosys_cells=42
export IMPL_area_growth_pct=43.79
export IMPL_critical_path_arrival_ps=820
export IMPL_drt_iter0_drc=4
export IMPL_min_to="regs[9]"
export IMPL_tightest_slew_ps=90.32
export IMPL_critPathLaunchType="flop"
export IMPL_ys_seq_share_pct=55.77
export IMPL_initial_utilization_pct=16.81
export IMPL_fp_dieW_um=80
export IMPL_cts_htree_levels=1
export IMPL_netlist_instances=42
export IMPL_final_cell_mix="17 x clkdlybuf4s50_1, 14 x dfxtp_1, 8 x and2b_2, 8 x dlygate4sd2_1, 6 x mux2_2"
export IMPL_dieHeight_um=80
export IMPL_holdWs_ps=453.3
export IMPL_wirelength_um=1092
export IMPL_wire_per_inst_um=10.11
export IMPL_cts_clk_slew_worst_paths_ps=80
export IMPL_cts_tree="built"
export IMPL_holdPathStages=1
export IMPL_timing_fmax_mhz=962.2
export IMPL_rrSetupSlack_ps=520
export IMPL_via_per_inst=2.889
export IMPL_cellPowerDensity_mw_per_mm2=1278
export IMPL_ant_nets=0
export IMPL_cp_num_buf_inv=1
export IMPL_clk_latency_ps=270
export IMPL_core_mm2=0.003416
export IMPL_irDropWorstVdd_v=0.0005633
per-stage QoR:
step	setup slack [ps]	cell area, um^2
after floorplan	246.8	574.3
after global placement	-200.3	810.8
after detailed placement	-212.3	810.8
after CTS	43.94	825.8
after global routing	3.064	825.8
final	60.67	825.8
Yosys cell counts:
cell,count,area [um^2]
dfxtp_1,16,320.3
and2b_2,8,70.07
buf_4,8,60.06
mux2_2,6,67.56
mux2_4,2,30.03
buf_6,1,11.26
buf_8,1,15.01
cell families (layout without fill, tap and decap cells):
logic type	after synthesis	in the layout	synth area share [%]
DFF	16	16	55.77
muxes	8	8	16.99
buffers and inverters	10	30	15.03
and+or+nand+nor	8	8	12.20
worst max path at each step:
stage / from / endpoint / slack (ps)
final: regs[13] / out[5] / 60
after global routing: regs[8] / out[0] / 3
after CTS: regs[8] / out[0] / 40
cell type report:
| class | instances | area, um^2 | share of cell area [%] |
|---|---|---|---|
| tap | 46 | 57.56 | 6.970 |
| timing repair buffer | 27 | 255.2 | 30.91 |
| sequential | 16 | 322.8 | 39.09 |
| clock buffer | 3 | 22.52 | 2.727 |
| multi-input combinational | 16 | 167.7 | 20.30 |
report_power, final:
part / total (uW) / switching (uW) / internal (uW) / leakage (uW)
clock network: 283 / 156 / 127 / 0.0000138
registers: 631 / 8.82 / 622 / 0.000135
logic: 142 / 28.5 / 113 / 0.000210
total: 1060 / 193 / 862 / 0.000359
metal layers:
| layer | vias up | GRT usage, % | wire, um |
|---|---|---|---|
| li1 | 164 | - | - |
| met1 | 129 | 4.172 | 523 |
| met2 | 19 | 4.976 | 438 |
| met3 | 0 | 2.614 | 130 |
| met4 | 0 | 0.3521 | 0 |
| met5 | - | 0 | 0 |
what timing repair did:
| item | in CTS | in global routing |
|---|---|---|
| hold endpoints to repair | 0 | 0 |
| resized | 10 | 0 |
| setup endpoints to repair | 8 | 0 |
| hold buffers | 0 | 0 |
Power and IR drop assume default switching activity.
