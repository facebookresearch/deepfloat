## flow/config.mk

```make
export PLATFORM = sky130hd
export DESIGN_NAME = ShiftRegisterFullLoad
export DESIGN_NICKNAME = ShiftRegisterFullLoad
export VERILOG_FILES = /design/flow/design.v
export SDC_FILE = /design/flow/constraint.sdc
export NUM_CORES = 4
export LEC_CHECK = 1
export CORE_AREA = 10 10 97 97
export DIE_AREA = 0 0 107 107
```

## flow/constraint.sdc

```tcl
current_design ShiftRegisterFullLoad

set clk_period 2.2
set clk_io_pct 0.2

create_clock -name clk0 -period $clk_period [get_ports {clock}]

set non_clock_inputs [all_inputs -no_clocks]
set_input_delay [expr $clk_period * $clk_io_pct] -clock clk0 $non_clock_inputs
set_output_delay [expr $clk_period * $clk_io_pct] -clock clk0 [all_outputs]
```

## flow/design.v

```verilog
parameter CONFIG_LOG_WRAP_BITS = 8;
parameter CONFIG_LOG_WIDTH = 8;
parameter CONFIG_LOG_LS = 1;
parameter CONFIG_LOG_TO_LINEAR_BITS = 5;
parameter CONFIG_LINEAR_TO_LOG_BITS = 5;
parameter CONFIG_LOG_ACC_WRAP_BITS = 64;
parameter CONFIG_LOG_ACC_BITS = 41;
parameter CONFIG_POSIT_WRAP_BITS = 8;
parameter CONFIG_POSIT_WIDTH = 8;
parameter CONFIG_POSIT_ES = 1;
parameter CONFIG_QUIRE_OVERFLOW = 0;
parameter CONFIG_QUIRE_WRAP_BITS = 64;
parameter CONFIG_QUIRE_BITS = 41;
parameter CONFIG_POSIT_PRODUCT_WRAP_BITS = 32;
parameter CONFIG_POSIT_PRODUCT_FRAC_BITS = 10;
parameter CONFIG_POSIT_PRODUCT_EXP_BITS = 6;
parameter CONFIG_POSIT_PRODUCT_BITS = (CONFIG_POSIT_PRODUCT_FRAC_BITS +
                                       CONFIG_POSIT_PRODUCT_EXP_BITS +
                                       3);
package Comparison;
  typedef enum { EQ, NE, LT, LE, GT, GE } Type;
endpackage
module ShiftRegisterFullLoad #(parameter WIDTH=8,
                               parameter DEPTH=4)
   (output logic [WIDTH-1:0] out,
    input [DEPTH-1:0][WIDTH-1:0] init,
    input load,
    input enable,
    input reset,
    input clock);
  logic [DEPTH-1:0][WIDTH-1:0] regs;
  logic [DEPTH-1:0][WIDTH-1:0] newRegs;
  always_comb begin
    out = regs[0];
    newRegs = {WIDTH'(1'b0), regs[DEPTH-1:1]};
  end
  always_ff @(posedge clock) begin
    if (reset || load) begin
      regs <= reset ? (WIDTH*DEPTH)'(1'b0) : init;
    end else if (enable) begin
      regs <= newRegs;
    end
  end
endmodule
```

## flow/run.sh

```bash
#!/bin/bash
# OpenROAD 26Q1-2900-gdf79404cd8, Yosys 0.63+post, stock flow scripts
make -C /OpenROAD-flow-scripts/flow DESIGN_CONFIG=/design/flow/config.mk WORK_HOME=/design/flow/orfs finish
```

==> results.toml <==
# generated from flow reports
[outcome]
status = "complete, no violations"

[routing]
ant_nets = 0
drt_iter0_markers = 20
viasPerCell = 3.29
routedWlPerCell_microns = 11.3
num_vias = 799
wirelength_microns = 2740
drc = 0
antenna_cells = 0
drt-pass1-iter-count = 3

[floorplanning]
fp.dieH_microns = 107
die_x_microns = 107
io-pin-count = 44
fp_util = 0.196
core.rowCount = 31
chipArea_sq_um = 11400
core-area_sq_um = 7290

[placement]
dpl-instance-area_sq_um = 1960
gp_congestion = 0.682
io_buffer_count = 43
numPlacedInstances = 235
dp_hpwl_microns = 2180

[clock_tree]
cts.reportedPaths.clkPinSlew_ns = 0.06
cts_sinks = 32
cts_tree = "done"
cts-resized-gates = 0
clock_path_buffers = 2
clk_latency_ns = 0.27
cts_made_buffers = 5
htreeDepth = 2
hold_buffers = 0
cts_setup_buffers = 0
cts_root_buf = "clkbuf_8"

[timing]
whs_ns = 0.556
worstMarginPinSlew_ns = 0.317
setup_viol = 0
fin_tns_setup_ns = 0
min_period_over_period = 0.677
hold_viol = 0
max_clock_freq_ghz = 0.671
grt_setup_unrepaired = "no"
slew_headroom = 0.789
clock_skew_ns = 0.00393
fin_crit_ns = 1.49
slew_violations = 0

[setup_path]
slowest_stage = "clkdlybuf4s50_1"
critPathRequiredTime_ns = 1.76
crit_path_end_kind = "output port"
cpPeakStageDelay_ns = 0.46
crit_chain = "clkdlybuf4s50_1"
critPathKind = "reg -> out"
start_kind = "flop"
cp_max_fo = 1
path_buffers = 1
crit_family = "buffers and inverters"
crit_arrival_ns = 1.05

[yosys]
yosys_cells = 96
ys_ff = 32
syn_area_sq_um = 1430
ys_seq_share = 0.673
synth_cell_type_count = 9
synth-area-yosys_sq_um = 1430
syn_area_per_cell_sq_um = 14.9
yosysWarnings = 1
syn_inst = 96

[pwr]
power.density_nw_per_um2 = 641
ir_worst_vdd_uv = 259
leakage_nw = 0.811

[layout]
largest_register_ffs = 32
drive_above_1_share = 0.0694
lay_top_cells = "clkdlybuf4s50_1, edfxtp_1, mux2i_1, nor2_1, and2_1"
stdcell_area_sq_um = 2040
area_growth_syn_to_layout_pct = 42.8
top_regs = "regs x32"
utilization = 0.280
regMostFlops = "regs"
final_common_cell = "clkdlybuf4s50_1"
final_cell_count_no_fill = 243

[global_route]
antenna_found_initial = 0
grt_pass1_vias = 908
grt_overflow = 0
grt_pass1_wl_microns = 4500
grtUsageTotal = 0.0510
grt_max_degree = 33

[flow_run]
warnings = 25
cap_viol_max_count = 0

[worst_hold_path]
min-delay-path-class = "reg -> reg"
worst min-delay path, cell delays in order, from the launching register on:
cell      delay, ns
edfxtp_1       0.32
mux2i_1        0.06
nor2_1         0.07
cells by family (layout without fill, tap and decap cells):
logic type	after synthesis	after routing	share of synthesized area
flops	32	32	0.673
simple gates	34	34	0.112
mux	24	24	0.168
buf+inv	6	54	0.0464
power breakdown:
part	internal, mW	switching [mW]
clock	0.219	0.179
combinational	0.113	0.0569
sequential	0.727	0.0107
per-stage QoR:
step | setup slack, ns | power (mW)
finish | 0.710 | 1.31
global route | 0.642 | 1.39
CTS | 0.685 | 1.33
detailed placement | 0.487 | 0.925
global placement | 0.486 | 0.923
floorplan | 0.439 | 0.826
cell usage after synthesis (all sizes together):
master,n,share of area
and2,8,0.035
buf,6,0.046
edfxtp,32,0.67
mux2i,24,0.17
nor2,24,0.063
nor2b,1,0.0096
or3,1,0.0044
final cells by class:
type	count	area (sq um)
Fill cell	786	5250
Sequential cell	32	961
Timing Repair Buffer	46	473
Multi-Input combinational cell	58	400
Tap cell	99	124
Clock buffer	7	76.3
Clock inverter	1	3.75
per-layer routing:
layer  vias up  GRT usage  part of all wire
met5         -          0                 0
met4         0    0.00677            0.0047
met3         2     0.0327              0.13
met2        35     0.0852              0.48
met1       327     0.0549              0.38
li1        435          -                 -
final timing paths:
path | endpoint | cells past startpoint | slack, ns | from
max | out[0] | 1 | 0.71 | regs[0]
min | regs[8] | 2 | 0.56 | regs[16]
max reg2reg | regs[18] | 2 | 1.40 | regs[26]
min reg2reg | regs[8] | 2 | 0.56 | regs[16]
Power and IR drop assume default switching activity.
