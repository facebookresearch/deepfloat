==> flow/design.v <==
parameter CONFIG_LOG_WRAP_BITS = 8;
parameter CONFIG_LOG_WIDTH = 8;
parameter CONFIG_LOG_LS = 1;
parameter CONFIG_LOG_TO_LINEAR_BITS = 5;
parameter CONFIG_LINEAR_TO_LOG_BITS = 5;
parameter CONFIG_LOG_ACC_WRAP_BITS = 64;
parameter CONFIG_LOG_ACC_BITS = 41;
parameter CONFIG_POSIT_WRAP_BITS = 8;
parameter CONFIG_POSIT_WIDTH = 8;
parameter CONFIG_POSIT_ES = 1;
parameter CONFIG_QUIRE_OVERFLOW = 0;
parameter CONFIG_QUIRE_WRAP_BITS = 64;
parameter CONFIG_QUIRE_BITS = 41;
parameter CONFIG_POSIT_PRODUCT_WRAP_BITS = 32;
parameter CONFIG_POSIT_PRODUCT_FRAC_BITS = 10;
parameter CONFIG_POSIT_PRODUCT_EXP_BITS = 6;
parameter CONFIG_POSIT_PRODUCT_BITS = (CONFIG_POSIT_PRODUCT_FRAC_BITS +
                                       CONFIG_POSIT_PRODUCT_EXP_BITS +
                                       3);
package Comparison;
  typedef enum { EQ, NE, LT, LE, GT, GE } Type;
endpackage
module MulForPE #(parameter WIDTH=8)
  (input logic signed [WIDTH-1:0] a,
   input logic signed [WIDTH-1:0] b,
   output logic signed [2*WIDTH-1:0] out);
  always_comb begin
    out = a * b;
  end
endmodule
module AddForPE #(parameter A=32,
                  parameter B=16)
  (input logic signed [A-1:0] a,
   input logic signed [B-1:0] b,
   output logic signed [A-1:0] out);
  always_comb begin
    out = a + b;
  end
endmodule
module PaperIntegerPE #(parameter WIDTH=8,
                        parameter ACC=32)
   (input logic [WIDTH-1:0] aIn,
    input logic [WIDTH-1:0] bIn,
    input logic [ACC-1:0] cIn,
    output logic [ACC-1:0] cOut);
  logic [2*WIDTH-1:0] ab;
  MulForPE #(.WIDTH(WIDTH))
  mul(.a(aIn),
      .b(bIn),
      .out(ab));
  logic [ACC-1:0] cNew;
  AddForPE #(.A(ACC),
             .B(WIDTH*2))
  add(.a(cIn),
      .b(ab),
      .out(cOut));
endmodule
module PaperIntegerPETop #(parameter WIDTH=8,
                           parameter ACC=32)
   (input logic [WIDTH-1:0] aIn,
    input logic [WIDTH-1:0] bIn,
    output logic [ACC-1:0] cOut,
    input reset,
    input clock);
  logic [WIDTH-1:0] aInReg;
  logic [WIDTH-1:0] bInReg;
  logic [ACC-1:0] cNew;
  PaperIntegerPE #(.WIDTH(WIDTH),
                   .ACC(ACC))
  pe(.aIn(aInReg),
     .bIn(bInReg),
     .cIn(cOut),
     .cOut(cNew));
  always_ff @(posedge clock) begin
    if (reset) begin
      aInReg <= WIDTH'(1'b0);
      bInReg <= WIDTH'(1'b0);
      cOut <= ACC'(1'b0);
    end else begin
      aInReg <= aIn;
      bInReg <= bIn;
      cOut <= cNew;
    end
  end
endmodule
module PaperIntegerSystolicPE #(parameter WIDTH=8,
                                parameter ACC=32)
   (input logic [WIDTH-1:0] aIn,
    input logic [WIDTH-1:0] bIn,
    input logic [ACC-1:0] cIn,
    output logic [WIDTH-1:0] aOut,
    output logic [WIDTH-1:0] bOut,
    output logic [ACC-1:0] cOut,
    input enableMul,
    input enableShiftOut,
    input reset,
    input clock);
  logic [ACC-1:0] cNew;
  PaperIntegerPE #(.WIDTH(WIDTH),
                   .ACC(ACC))
  pe(.aIn(aIn),
     .bIn(bIn),
     .cIn(cOut),
     .cOut(cNew));
  always_ff @(posedge clock) begin
    if (reset) begin
      aOut <= WIDTH'(1'b0);
      bOut <= WIDTH'(1'b0);
      cOut <= ACC'(1'b0);
    end else if (enableMul) begin
      aOut <= aIn;
      bOut <= bIn;
      cOut <= cNew;
    end else if (enableShiftOut) begin
      cOut <= cIn;
    end
  end
endmodule
==> flow/run.sh <==
#!/bin/bash
# OpenROAD 26Q1-2900-gdf79404cd8, Yosys 0.63+post, stock flow scripts
make -C /OpenROAD-flow-scripts/flow DESIGN_CONFIG=/design/flow/config.mk WORK_HOME=/design/flow/orfs finish
==> flow/config.mk <==
export PLATFORM = sky130hd
export DESIGN_NAME = PaperIntegerSystolicPE
export DESIGN_NICKNAME = PaperIntegerSystolicPE
export VERILOG_FILES = /design/flow/design.v
export SDC_FILE = /design/flow/constraint.sdc
export NUM_CORES = 4
export LEC_CHECK = 1
export CORE_UTILIZATION = 50
==> flow/constraint.sdc <==
current_design PaperIntegerSystolicPE

set clk_period 17.9
set clk_io_pct 0.2

create_clock -name clk0 -period $clk_period [get_ports {clock}]

set non_clock_inputs [all_inputs -no_clocks]
set_input_delay [expr $clk_period * $clk_io_pct] -clock clk0 $non_clock_inputs
set_output_delay [expr $clk_period * $clk_io_pct] -clock clk0 [all_outputs]
==> impl_metrics.csv <==
group,metric,value,unit
status,status,"finished, final reports clean",
grt,grt_start_max_net_pins,49,
clock_tree,h-tree-depth,2,
die,coreArea,0.01453,mm²
clock_tree,clock_sink_count,48,
layout,layout.area.seq,960.9,µm²
detailed_routing,top_layer_used,"met4",
yosys,post_synth_instance_area,0.007431,mm²
detailed_routing,drt_iter0_drc,227,
worst_setup_path,slowest_stage,"sky130_fd_sc_hd__fa_1",
worst_setup_path,path_common_cell,"sky130_fd_sc_hd__fa_1",
final_timing,skew,10.84,ps
detailed_routing,first_pass_iters,4,
detailed_routing,route.antenna.diode_count,0,
die,fp.dieW,123.9,µm
clock_tree,ctsRootBufferMaster,"sky130_fd_sc_hd__clkbuf_16",
grt,first_global_vias,5660,
worst_setup_path,cp_top_family,"adder cells",
place,place.detailed.hpwl,14340,µm
layout,comb_area,0.005951,mm²
grt,grt-ovfl-total,0,
yosys,ys.warnings.count,3,
detailed_routing,finalWirelength,17930,µm
final_timing,timing_hold_violations_final,0,
final_timing,worst_slew_margin_rel,50.04,%
yosys,synth-simple-area-share,11.15,%
layout,layout-drive-gt1-share,3.567,%
final_timing,timing.final.crit_share,52.72,%
yosys,netlist_instances,759,
yosys,async_flop_share,0,%
detailed_routing,met2RoutedLength,9119,µm
final_timing,rsz_0062_raised_after_global_routing,"false",
detailed_routing,ant_nets,0,
die,num_rows,44,
yosys,ys_sh_mux,4.529,%
detailed_routing,routedLengthMet1,7622,µm
layout,final.fill_count,1191,
die,ios,100,
clock_tree,clk_pin_slew,80,ps
final_timing,tightest_slew,748.6,ps
detailed_routing,route.detailed.wl_per_inst,17.49,µm
detailed_routing,average_vias_per_placed_instance,5.427,
final_timing,min_period,9437,ps
yosys,ys_area,0.007431,mm²
clock_tree,post_cts_resize_count,0,
grt,grt_pass1_wl,29060,µm
clock_tree,numCtsBuffers,5,
yosys,synth.area.top_cells,"sky130_fd_sc_hd__fa_1 (37%), sky130_fd_sc_hd__dfxtp_1 (13%), sky130_fd_sc_hd__ha_1 (12%)",
place,gp_congestion,0.8867,
final_timing,final.hold.worst_slack,501.1,ps
clock_tree,cts-hold-fix-buffers,0,
final_timing,setup_violators_final,0,
die,die_h,123.9,µm
worst_setup_path,critical_path_required,18100,ps
die,init_core_util,51.13,%
clock_tree,worst_skew_pair_latency,310,ps
hold_path,hold_path.class,"flip-flop to flip-flop",
worst_setup_path,cp-end-kind,"flip-flop",
final_timing,finalMaxSlewViolations,0,
worst_setup_path,critical_path_peak_fanout,13,
die,die_area,0.01535,mm²
worst_setup_path,critPathBufInv,2,
clock_tree,post_cts_repair_setup_buffers,0,
worst_setup_path,setup.worst_path.start_class,"input pin",
yosys,syn_area_per_cell,9.790,µm²
worst_setup_path,worst-endpoint-arrival,9640,ps
clock_tree,cts_tree,"yes",
worst_setup_path,worst-setup-path-type,"input pin to flip-flop",
yosys,sequential_area_share_after_synthesis,12.93,%
detailed_routing,route.vias.total,5563,
yosys,top_cell_area_share,36.64,%
flow_run,cap_viol_max_count,0,
yosys,synth_xor_xnor_area_share,2.947,%
place,input_output_buffers,99,
detailed_routing,routed-wl-met3,1035,µm
yosys,synth.cellmix.compoundShare,13.02,%
grt,gr-usage-all-layers,26.71,%
yosys,synth_area_in_adders,48.43,%
yosys,synth-edff-count,0,
yosys,synth_cell_types,55,
flow_run,warnings,28,
yosys,top_non_seq_family,"adder cells",
detailed_routing,drt_drc_violations_left,0,
yosys,synth-seq-cells,48,
yosys,synth.yosys.num_cells,759,
layout,area_delta_synth_final,17.63,%
yosys,ys.flop_type,"sky130_fd_sc_hd__dfxtp_1",
worst_setup_path,critPathMaxStageDelay,650,ps
final_timing,fmax,0.1060,GHz
final_timing,finalSetupTns,0,ps
clock_tree,cts_max_path_buffers,2,
worst_setup_path,timing.critical_path.cells,"clkdlybuf4s50_1, nand2_1, fa_1, fa_1, inv_1, fa_1, fa_1, ha_1, ha_1, a21oi_1, o211ai_1, a21boi_1, a41o_1, a311oi_1, a2111oi_0",
yosys,synth.largest_area_cell,"sky130_fd_sc_hd__fa_1",
grt,antenna_found_initial,0,
==> logic make-up (layout without fill, tap and decap cells) <==
group / count (synthesis) / after routing
compound gates: 134 / 134
flops: 48 / 48
simple gates: 175 / 175
mux: 33 / 33
buf+inv: 138 / 220
xor+xnor: 25 / 25
fa+ha+maj: 206 / 206
==> layout make-up <==
| class | instances | area share, % |
|---|---|---|
| repair buffers | 105 | 11.74 |
| clock buffers | 5 | 1.431 |
| inverters | 107 | 4.595 |
| well taps | 184 | 2.634 |
| flip-flops and latches | 48 | 10.99 |
| multi-input cells | 573 | 68.08 |
| clock inverters | 3 | 0.5296 |
==> through the flow <==
| step | area [µm²] | util, % | instances | setup WS [ps] |
|---|---|---|---|---|
| after global placement | 8569 | 58.96 | 1017 | 8234 |
| after global routing | 8741 | 60.14 | 1025 | 7886 |
| final | 8741 | 60.14 | 1025 | 8463 |
| after floorplan | 7431 | - | 759 | 8545 |
| after detailed placement | 8569 | 58.96 | 1017 | 8108 |
| after CTS | 8741 | 60.14 | 1025 | 8437 |
==> flip-flops by register name, summed over array words and instances (netlist names) <==
| name | cells |
|---|---|
| aOut | 8 |
| bOut | 8 |
| cOut | 32 |
==> layout by cell type (no fill, tap or decap), types with 2 or more instances in the layout <==
master                            Yosys  routed
sky130_fd_sc_hd__a21oi_1             29      29
sky130_fd_sc_hd__a2111oi_0            2       2
sky130_fd_sc_hd__xnor2_1             16      16
sky130_fd_sc_hd__o211ai_1             6       6
sky130_fd_sc_hd__nor2_1              52      52
sky130_fd_sc_hd__clkbuf_16            0       5
sky130_fd_sc_hd__a2111oi_2            4       4
sky130_fd_sc_hd__clkdlybuf4s50_1      0      97
sky130_fd_sc_hd__o21ai_2              2       2
sky130_fd_sc_hd__o21ai_0             13      13
sky130_fd_sc_hd__buf_2                2       2
sky130_fd_sc_hd__ha_1                70      70
sky130_fd_sc_hd__a221o_1              2       2
sky130_fd_sc_hd__nand4_1              3       3
sky130_fd_sc_hd__o32ai_1              2       2
sky130_fd_sc_hd__inv_1              106     106
sky130_fd_sc_hd__nor3_1               2       2
sky130_fd_sc_hd__nand3_1              5       5
sky130_fd_sc_hd__nor2b_1             16      16
sky130_fd_sc_hd__buf_4                0       6
sky130_fd_sc_hd__nand2b_1             3       3
sky130_fd_sc_hd__and2_1              35      34
sky130_fd_sc_hd__and3_1               3       3
sky130_fd_sc_hd__o21a_1               2       2
sky130_fd_sc_hd__mux2i_1             28      28
sky130_fd_sc_hd__mux2_2               5       5
sky130_fd_sc_hd__a21o_1              17      17
sky130_fd_sc_hd__xor2_1               9       9
sky130_fd_sc_hd__a211oi_1            33      33
sky130_fd_sc_hd__nand2_1             52      52
sky130_fd_sc_hd__fa_1               136     136
sky130_fd_sc_hd__dfxtp_1             48      48
sky130_fd_sc_hd__a31oi_1              2       2
sky130_fd_sc_hd__o221ai_1             2       2
sky130_fd_sc_hd__o21bai_1             2       2
==> worst paths after layout <==
kind | startpoint | endpoint | slack (ps) | depth (start not counted)
min reg2reg | bOut[0] | bOut[0] | 500 | 2
max reg2reg | cOut[6] | cOut[28] | 12760 | 17
max | bIn[2] | cOut[31] | 8460 | 15
min | bOut[0] | bOut[0] | 500 | 2
==> layer usage <==
metal  up-vias  GRT usage, %
li1       2666             -
met1      2741         40.01
met2       149         44.38
met3         7         4.953
met4         0         2.232
met5         -             0
==> worst min-delay path, stage by stage (launching register included) <==
cell and delay [ps]:
sky130_fd_sc_hd__dfxtp_1 330, sky130_fd_sc_hd__mux2i_1 70, sky130_fd_sc_hd__nor2_1 70
==> synth_stat cells, types with 3 or more instances <==
master and count:
sky130_fd_sc_hd__xor2_1 9, sky130_fd_sc_hd__nor2b_1 16, sky130_fd_sc_hd__nand2_1 52, sky130_fd_sc_hd__and3_1 3, sky130_fd_sc_hd__a211oi_1 33, sky130_fd_sc_hd__dfxtp_1 48
sky130_fd_sc_hd__and2_1 35, sky130_fd_sc_hd__nand2b_1 3, sky130_fd_sc_hd__ha_1 70, sky130_fd_sc_hd__o21ai_0 13, sky130_fd_sc_hd__fa_1 136, sky130_fd_sc_hd__o211ai_1 6
sky130_fd_sc_hd__clkbuf_1 25, sky130_fd_sc_hd__nand3_1 5, sky130_fd_sc_hd__nor2_1 52, sky130_fd_sc_hd__inv_1 106, sky130_fd_sc_hd__xnor2_1 16, sky130_fd_sc_hd__mux2_2 5
sky130_fd_sc_hd__a21oi_1 29, sky130_fd_sc_hd__a2111oi_2 4, sky130_fd_sc_hd__a21o_1 17, sky130_fd_sc_hd__mux2i_1 28, sky130_fd_sc_hd__buf_1 4, sky130_fd_sc_hd__nand4_1 3
